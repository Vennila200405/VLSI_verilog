### design/flow/config.mk
export PLATFORM = sky130hd
export DESIGN_NAME = ram
export DESIGN_NICKNAME = ram
export VERILOG_FILES = /design/flow/design.v
export SDC_FILE = /design/flow/constraint.sdc
export NUM_CORES = 4
export LEC_CHECK = 1
export CORE_UTILIZATION = 50
export SYNTH_MEMORY_MAX_BITS = 65536
### design/flow/constraint.sdc
current_design ram

set clk_period 44.5
set clk_io_pct 0.2

create_clock -name clk0 -period $clk_period [get_ports {clk}]

set non_clock_inputs [all_inputs -no_clocks]
set_input_delay [expr $clk_period * $clk_io_pct] -clock clk0 $non_clock_inputs
set_output_delay [expr $clk_period * $clk_io_pct] -clock clk0 [all_outputs]
### design/flow/design.v
module ram(
  input clk,
  input write_enable,
  input [9:0] address,
  input [7:0] data_in,
  output reg [7:0] data_out,
);
reg[7:0] ram_block[0:1023];
always @(posedge clk)begin
  if(write_enable)
    ram_block[address]<= data_in;
  else
    data_out<= ram_block[address];
end
endmodule
### design/flow/run.sh
#!/bin/bash
# OpenROAD 26Q1-2900-gdf79404cd8, Yosys 0.63+post, stock flow scripts
make -C /OpenROAD-flow-scripts/flow DESIGN_CONFIG=/design/flow/config.mk WORK_HOME=/design/flow/orfs finish
==> summary.txt <==
run results: path length in cells of the critical path 19, clk latency late pin ~1.2 ns, CTS H-tree lvls 6, Yosys top cell area share 77.95%, Critical Path RT approximately 45 ns, vias in the first global route roughly 170k, worst IR drop on VDD roughly 0.05 mV, run status complete, no violations, pin count of the biggest net entering global routing about 130, Initial DRC Count 11205, Synth warnings 1, RSZ-0062 raised after global routing no, Tot GR Track Use between 30% and 40%, sequential share of power 54.2%, Die Y 796.9 um, critical path class primary input to flip-flop, min cycle time layout 16.41 ns, Post-synth area hogs edfxtp_1 (78%), mux2i_1 (7.1%), mux4_2 (6.9%), Post-synth top flop edfxtp_1, OpenROAD warning count 50, CTS Buf Count between 800 and 900, max incr delay on CP about 0.7 ns, Die Span X 796.9 um, Post-Syn Area per Cell 19.46 um2, IO Port Bufs 27, hold_buf cts 0, postcts setup bufs 0, most used cell, CP buf_4, Clock Pin Slew Worst Setup and Hold Paths roughly 0.06 ns, internal power roughly 0.012 W, Filler Cell Count 46073, area grow syn2layout 12.04%, worst min path class flip-flop to flip-flop, IO Pins 28, Lkg Pwr ~110 nW, Gate power share between 4 and 5%, cell resize tally after clock tree synthesis 0, Post-synth EDFFs a little over 8000, final hold vios 0, PwrDens ~44 nW/um2, routability cong. about 0.9, Comb gate area between 60000 and 70000 um2, routed len/inst 34.37 um, CTS root buffer clkbuf_16, Buffers & Inverters on Critical Path 11, DR vias/cell between 6 and 7, Critical Path Sink Type flip-flop, Core ar. about 630000 um2, # setup viols final 0, worst-path cell chain buf_16, buf_4, buf_4, buf_4, buf_4, buf_4, buf_4, buf_4, buf_4, buf_4, buf_4, mux2i_1, o22ai_1, nor4_1, a31oi_1, nand4_1, nand2_1, nor4_2, o211ai_1, post-route ant nets 0, first-pass GRT wire length 1259000 um, HPWL Detailed around 550000 um, Relative slew margins between 10% and 20%, Clock Power Share between 40% and 50%, Cells on Worst Hold Path 6, Die Area 635000 um2, max-slew violation count 0, ys cells about 16000, drt total wl 894400 um, Worst R2R Path Depth 8, Reg area about 250000 um2, initial antenna violation count between 80 and 90, switching share of power between 20% and 30%, share of cells above drive strength 1 16.88%, fin util 56.29%, Synth flops roughly 8200, Fmax roughly 60 MHz, cell type with the largest total area edfxtp_1, crit share post-route about 37%, synthesized area around 320000 um2, Cell Type Count around 57, CP max-delay cell buf_4, Mapped Cells approximately 16000, CTS tree built, grt total ovfl 0, final setup TNS 0 ns, Site Rows approximately 290, CP Launch Type primary input, crit path DAT around 17 ns, Fin Clk Skew ~0.052 ns, Crit Path Max Fanout around 70, Max Cap Viol 0, via count approximately 160k, DRC errors left 0, asr flop ratio synth 0%, switching pwr approximately 0.0034 W, clk buf depth 4, yosys stat chip area 315900 um2, Init Core Util 50.24%, Synth Seq Share 77.95%, worst-margin pin slew 1.246 ns, first-pass iteration count of the detailed router 6, CP top delay family buffers and inverters, clk sinks 8200
[synthesized netlist by cell type (all sizes together), types with 16 or more instances]
library cell and instances:
nor2 1226, a22o 38, nor4 243, a2111oi 32, clkbuf 411, nand2 260, mux2i 2255, o221ai 57
a22oi 222, buf 651, o22ai 878, mux4 964, a21oi 95, mux2 23, a211oi 16, edfxtp 8200
o21ai 179, nand4 44, nor3 72, nand3 159, a31oi 35, o2111ai 74
[power groups by stage]
| stage | combinational [W] | sequential, W | clock (W) |
|---|---|---|---|
| finish | 0.000698 | 0.00851 | 0.00650 |
| CTS | 0.000699 | 0.00851 | 0.00659 |
| global route | 0.000740 | 0.00850 | 0.00687 |
[flip-flops by register name, summed over array words and instances, names as in the netlist]
| signal | flops |
|---|---|
| data_out | 8 |
| ram_block | 8192 |
[cells by family (layout without fill, tap and decap cells)]
group	Yosys count	after routing	share of synthesized area, %
DFF	8200	8200	77.95
and+or+nand+nor	2077	2077	2.880
buffers and inverters	1064	2301	1.627
other	0	201	0
muxes	3242	3242	14.10
AOI/OAI and AO/OA	1652	1652	3.447
[cell usage in the layout, fill, tap and decap left out, types with 13 or more instances in the layout]
| cell type | Yosys | final |
|---|---|---|
| edfxtp_1 | 8200 | 8200 |
| mux2i_1 | 2255 | 2255 |
| nor2_1 | 1225 | 1218 |
| mux4_2 | 964 | 964 |
| o22ai_1 | 878 | 878 |
| clkbuf_16 | 0 | 822 |
| buf_4 | 60 | 807 |
| nor4_1 | 242 | 241 |
| nand2_1 | 260 | 229 |
| a22oi_1 | 222 | 222 |
| clkbuf_1 | 411 | 205 |
| diode_2 | 0 | 201 |
| clkinv_1 | 0 | 201 |
| o21ai_0 | 178 | 177 |
| nand3_1 | 159 | 158 |
| clkinv_2 | 0 | 108 |
| a21oi_1 | 95 | 95 |
| o2111ai_1 | 74 | 73 |
| nor3_1 | 72 | 71 |
| o221ai_1 | 57 | 57 |
| nand4_1 | 44 | 44 |
| bufinv_16 | 0 | 42 |
| a22o_1 | 38 | 38 |
| a31oi_1 | 35 | 35 |
| nand2_4 | 0 | 30 |
| mux2_2 | 23 | 23 |
| a2111oi_0 | 25 | 22 |
| buf_12 | 1 | 20 |
| clkinv_8 | 0 | 19 |
| a211oi_1 | 16 | 16 |
| inv_6 | 0 | 16 |
| clkinvlp_4 | 0 | 13 |
[per-layer routing]
layer,routed length (um),track usage [%]
met4,36300,10.62
met1,284000,41.50
met2,408800,43.12
met3,163500,24.84
met5,1808,2.155
[through the flow]
stage	setup WS, ns	hold WS, ns	cell area [um2]	power, W	cells
2_1_floorplan	32.85	0.8405	315900	0.009013	16235
3_3_place_gp	26.77	1.087	328500	0.009363	24376
3_5_place_dp	26.73	1.085	328500	0.009367	24376
4_1_cts	27.96	1.088	353400	0.01579	25822
5_1_grt	27.69	1.140	353700	0.01612	25931
6_report	28.09	1.072	353900	0.01570	26023
[worst paths after layout]
kind,startpoint,end,slack (ns)
worst max-delay path,address[1],data_out[7],28.09
worst min-delay path,ram_block[901][7],data_out[7],1.07
worst max register to register,ram_block[230][0],data_out[0],39.82
worst min register to register,ram_block[901][7],data_out[7],1.07
[cell type report]
type,instances,share of cell area (%)
sequential,8200,69.57
multi-input combinational,6971,18.37
clock buffer,1027,6.029
tap,8350,2.952
timing repair buffer,853,1.920
clock inverter,419,1.017
antenna,201,0.1421
inverter,2,0.002121
[worst reg2reg max path, stage by stage, from the launching register on]
cell      delay [ns]
edfxtp_1        0.36
mux2i_1         0.16
o22ai_1         0.13
nor4_1          0.68
nand3_1         0.48
nand4_1         0.75
and4_1          0.37
nand4_1         0.76
or4_1           0.73
No activity file was given, so power comes from the tool's default toggle rates.
