## design/flow/config.mk

```make
export PLATFORM = sky130hd
export DESIGN_NAME = ir_decoder
export DESIGN_NICKNAME = ir_decoder
export VERILOG_FILES = /design/flow/design.v
export SDC_FILE = /design/flow/constraint.sdc
export NUM_CORES = 4
export LEC_CHECK = 1
export CORE_UTILIZATION = 30
```

## design/flow/constraint.sdc

```tcl
current_design ir_decoder

set clk_period 7.1
set clk_io_pct 0.2

create_clock -name clk0 -period $clk_period [get_ports {clk}]

set non_clock_inputs [all_inputs -no_clocks]
set_input_delay [expr $clk_period * $clk_io_pct] -clock clk0 $non_clock_inputs
set_output_delay [expr $clk_period * $clk_io_pct] -clock clk0 [all_outputs]
```

## design/flow/design.v

```verilog
module ir_decoder (
    input wire clk,
    input wire reset,
    input wire ir_signal,
    output reg [31:0] data_out,
    output reg data_valid
);
    reg [31:0] shift_reg;
    reg [5:0] bit_count;
    reg [19:0] timer;
    reg state;
    localparam IDLE  = 1'b0;
    localparam RECV  = 1'b1;
    always @(posedge clk or posedge reset) begin
        if (reset) begin
            state      <= IDLE;
            bit_count  <= 0;
            shift_reg  <= 0;
            data_out   <= 0;
            data_valid <= 0;
            timer      <= 0;
        end else begin
            timer <= timer + 1;
            case (state)
                IDLE: begin
                    data_valid <= 0;
                    if (ir_signal == 0) begin  
                        timer <= 0;
                        state <= RECV;
                        bit_count <= 0;
                    end
                end
                RECV: begin
                    if (timer == 1000) begin  
                        shift_reg <= {shift_reg[30:0], ir_signal};
                        bit_count <= bit_count + 1;
                        timer <= 0;
                        if (bit_count == 31) begin
                            data_out <= {shift_reg[30:0], ir_signal};
                            data_valid <= 1;
                            state <= IDLE;
                        end
                    end
                end
            endcase
        end
    end
endmodule
```

## design/flow/run.sh

```bash
#!/bin/bash
# OpenROAD 26Q1-2900-gdf79404cd8, Yosys 0.63+post, stock flow scripts
make -C /OpenROAD-flow-scripts/flow DESIGN_CONFIG=/design/flow/config.mk WORK_HOME=/design/flow/orfs finish
```

==> flow report <==
TIMING
------------------------------------------------------------------------------------------
Final clock skew ............................................................      6.56 ps
Setup total negative slack ..................................................         0 ps
Shortest period the worst path allows .......................................      2750 ps
Max-slew violation total from the final report ..............................            0
Worst slack on hold paths ...................................................       494 ps
Unrepaired setup endpoints after global routing .............................        false
Slew HR .....................................................................        54.6%
Number of endpoints failing setup at the final stage ........................            0
Highest Clock Rate ..........................................................      363 MHz
Post-route fraction of the period consumed by the critical path .............        38.8%
Tightest Pin Transition .....................................................       681 ps
Count of final hold-check violations ........................................            0

GLOBAL ROUTE
------------------------------------------------------------------------------------------
Global-route track usage on met2 ............................................        16.7%
Wire length of the first global-routing pass ................................      11.1 mm
Met1 demand-to-capacity share in global routing .............................        15.1%
Vias in the first global route ..............................................        2,271
Pin count of the biggest net entering global routing ........................           53
Global routing usage on met3 ................................................        2.75%
Initial antenna violation count .............................................            0
Busiest layer in global routing .............................................         met2
Total GRT Usage .............................................................        10.5%
Remaining Overflow, GRT .....................................................            0

YOSYS
------------------------------------------------------------------------------------------
Simple-gate share of the synthesized area ...................................        8.95%
Synthesis warning total .....................................................            1
Number of enable-type register cells in the synthesized netlist .............            0
Largest area contributor in the synthesized netlist ......................... sky130_fd_sc_hd__dfrtp_1
Async SR Flop Fraction ......................................................         100%
Synth Area in XOR/XNOR ......................................................        3.35%
Post-synthesis compound-gate area fraction ..................................        3.66%
Number of different library cells in the post-synthesis netlist .............           40
Yosys cell count ............................................................          282
Summed standard-cell area reported by yosys .................................     3930 µm²
Most frequent cells after synthesis ......................................... sky130_fd_sc_hd__dfrtp_1, sky130_fd_sc_hd__mux2_2, sky130_fd_sc_hd__mux2_4
Flops out of synthesis ......................................................           91
Share of synthesized cell area in full adder, half adder and majority cells .       0.956%
Most common cell in the netlist ............................................. sky130_fd_sc_hd__dfrtp_1
Post-synthesis cell count ...................................................          282
Dominant kind of combinational cell ......................................... multiplexers
Top-area cell share .........................................................        58.0%
Area of the mapped netlist ..................................................     3930 µm²
Part of the Yosys area used for sequential elements .........................        58.0%
Cell types with the largest area share after synthesis ...................... sky130_fd_sc_hd__dfrtp_1, sky130_fd_sc_hd__mux2_2, sky130_fd_sc_hd__mux2_4
Most used DFF post-synth .................................................... sky130_fd_sc_hd__dfrtp_1
Mean instance size in the synthesized netlist ...............................     13.9 µm²
Multiplexer share ...........................................................        20.9%

CLOCKING
------------------------------------------------------------------------------------------
Cts bufs inserted ...........................................................            9
Number of H-tree levels .....................................................            3
Post-CTS resize count .......................................................            0
Hold-fix buffers, CTS .......................................................            0
Skew-Pair Late Insertion Delay ..............................................       330 ps
Post-CTS setup-driven buffer insertion count ................................            0
Number of buffers between clock root and the deepest sink ...................            2
Cell at the root of the clock tree .......................................... sky130_fd_sc_hd__clkbuf_16
Number of clock sinks .......................................................           91
Clock transition at the registers of the reported paths .....................        60 ps
CTS tree ....................................................................          yes

DETAILED ROUTING
------------------------------------------------------------------------------------------
DRC .........................................................................            0
First drt pass iteration count ..............................................            4
Starting DRT DRC Count ......................................................          148
Via count ...................................................................        2,238
Number of antenna cells inserted ............................................            0
Number of routed nets with antenna violations ...............................            0
Mean routed wirelength per cell .............................................      13.0 µm
Via density per instance ....................................................         4.49
Total length of routed wires ................................................      6.47 mm

PLACE
------------------------------------------------------------------------------------------
Final HPWL from detailed placement ..........................................      4.16 mm
Global placement routability congestion .....................................        0.804
PortBufs ....................................................................           35

HOLD PATH
------------------------------------------------------------------------------------------
Min-Delay Path Class ........................................................   reg -> reg
Worst Hold Launch ...........................................................   data_valid

POWER AND IR DROP
------------------------------------------------------------------------------------------
Total power .................................................................      1050 µW
Static leakage ..............................................................   0.00223 µW
Power density cells .........................................................   222 nW/µm²
Peak VDD IR .................................................................     0.108 mV

SETUP PATH
------------------------------------------------------------------------------------------
Kind of end point of the critical path ......................................     register
Worst Setup Path Type .......................................................   reg -> reg
Worst flop-to-flop path startpoint ..........................................     timer[0]
Kind of start point of the critical path ....................................     register
Launching element of the worst setup path ...................................     timer[0]
CP max FO ...................................................................           28
Worst Path Required .........................................................      7310 ps
Arrival time worst endpoint .................................................      2970 ps

FLOORPLANNING
------------------------------------------------------------------------------------------
Row Count ...................................................................           41
Total Die Area ..............................................................   13,600 µm²
I/O pins ....................................................................           36
Std-Cell Core Area ..........................................................   12,700 µm²
Die Wd ......................................................................       116 µm
Height of the die ...........................................................       116 µm
Effective utilization at floorplan ..........................................        31.0%

JOB
------------------------------------------------------------------------------------------
Max capacitance violation total .............................................            0
Tally of OpenROAD warnings ..................................................           26

LAYOUT
------------------------------------------------------------------------------------------
Filler cell count ...........................................................        1,212
Register area ...............................................................     2280 µm²
Largest register FFs ........................................................           32
Share of post-route cells with drive strength above 1 .......................        27.9%
Area growth from synthesis to final layout ..................................        20.8%
Total area of multi-input combinational cells ...............................     1490 µm²

RUN STATUS
------------------------------------------------------------------------------------------
Outcome .....................................................................    completed

-- placed cells by master (no fill, tap or decap), types with 2 or more instances in the layout --
master,synthesis,final
sky130_fd_sc_hd__or2_2,1,2
sky130_fd_sc_hd__ha_1,3,3
sky130_fd_sc_hd__nand4_1,6,6
sky130_fd_sc_hd__clkdlybuf4s50_1,0,35
sky130_fd_sc_hd__buf_4,0,4
sky130_fd_sc_hd__xnor2_1,10,10
sky130_fd_sc_hd__inv_1,13,12
sky130_fd_sc_hd__clkbuf_8,0,2
sky130_fd_sc_hd__clkinvlp_4,0,2
sky130_fd_sc_hd__o21bai_1,2,2
sky130_fd_sc_hd__or4_1,3,3
sky130_fd_sc_hd__bufinv_16,0,2
sky130_fd_sc_hd__clkbuf_16,0,9
sky130_fd_sc_hd__or3_1,5,5
sky130_fd_sc_hd__dfrtp_1,91,91
sky130_fd_sc_hd__a21oi_1,6,6
sky130_fd_sc_hd__o21ai_0,2,2
sky130_fd_sc_hd__o31ai_1,2,2
sky130_fd_sc_hd__nand3_1,9,9
sky130_fd_sc_hd__mux2_2,36,36
sky130_fd_sc_hd__nor2_1,17,17
sky130_fd_sc_hd__a31o_2,2,2
sky130_fd_sc_hd__and3_1,2,2
sky130_fd_sc_hd__xor2_1,5,5
sky130_fd_sc_hd__nor4_1,6,6
sky130_fd_sc_hd__mux2_4,27,27
sky130_fd_sc_hd__nand2_1,7,7
sky130_fd_sc_hd__a211oi_1,2,2
sky130_fd_sc_hd__o22ai_1,2,2
-- path summary, 6_finish.rpt --
check / endpoint / slack, ps / cells past startpoint
setup / recovery: data_out[5] / 4350 / 7
hold / removal: data_valid / 490 / 1
setup reg to reg: data_out[5] / 4350 / 7
hold reg to reg: data_valid / 490 / 1
max in group asynchronous: data_out[17] / 4530 / 3
min in group asynchronous: data_valid / 1490 / 2
-- per-stage QoR --
step / utilization (%) / setup WS (ps) / cells / area [µm²]
floorplan: - / 3320 / 282 / 3930
global placement: 34.8 / 4090 / 482 / 4410
detailed placement: 34.8 / 4080 / 482 / 4410
CTS: 37.4 / 4310 / 498 / 4740
global route: 37.4 / 4150 / 498 / 4740
finish: 37.4 / 4350 / 498 / 4740
-- worst max-delay path: stages, from the launching register on --
cell and delay, ps:
sky130_fd_sc_hd__dfrtp_1 420, sky130_fd_sc_hd__inv_1 70, sky130_fd_sc_hd__ha_1 130, sky130_fd_sc_hd__nand4bb_1 110
sky130_fd_sc_hd__or4_1 680, sky130_fd_sc_hd__nor3_4 410, sky130_fd_sc_hd__buf_4 420, sky130_fd_sc_hd__mux2_2 380
-- cell families after synthesis --
family	count (synthesis)
flops	91
simple gates	64
buf+inv	24
fa+ha+maj	3
compound gates	21
xor+xnor	15
mux	64
-- per-layer routing --
metal	up-vias	part of all wire (%)
met1	1127	46
met3	7	4.3
li1	1071	-
met2	33	48
met4	0	1.1
met5	-	0
-- where the power goes --
| part | internal (µW) | switching [µW] | total, µW |
|---|---|---|---|
| Sequential | 518 | 0 | 518 |
| Clock | 329 | 193 | 521 |
| Combinational | 1.41 | 10.1 | 11.5 |
-- layout make-up --
cell class | count | share of cell area (%)
sequential | 91 | 48.0
multi-input combinational | 167 | 31.3
timing repair buffer | 39 | 8.02
clock buffer | 11 | 5.33
tap | 172 | 4.54
clock inverter | 5 | 1.77
inverter | 13 | 1.05
No activity file was given, so power comes from the tool's default toggle rates.
