==> flow/design.v <==
module spi_flash_slave (
    input wire cs,
    input wire sclk,
    input wire mosi,
    output reg miso
);
    reg [7:0] memory [0:255];  
    reg [3:0] bit_cnt;
    reg [7:0] addr;
    reg [7:0] out_data;
    reg [1:0] state;
    localparam IDLE = 2'd0,
               GET_CMD = 2'd1,
               GET_ADDR = 2'd2,
               SEND_DATA = 2'd3;
    initial begin
        memory[8'h0A] = 8'hDE;
        memory[8'h0B] = 8'hAD;
        memory[8'h0C] = 8'hBE;
        memory[8'h0D] = 8'hEF;
    end
    always @(negedge sclk or posedge cs) begin
        if (cs) begin
            state <= IDLE;
            bit_cnt <= 0;
        end else begin
            case (state)
                IDLE: begin
                    bit_cnt <= 7;
                    state <= GET_CMD;
                end
                GET_CMD: begin
                    if (bit_cnt == 0)
                        state <= GET_ADDR;
                    else
                        bit_cnt <= bit_cnt - 1;
                end
                GET_ADDR: begin
                    addr[bit_cnt] <= mosi;
                    if (bit_cnt == 0) begin
                        out_data <= memory[addr];
                        bit_cnt <= 7;
                        state <= SEND_DATA;
                    end else
                        bit_cnt <= bit_cnt - 1;
                end
                SEND_DATA: begin
                    miso <= out_data[bit_cnt];
                    if (bit_cnt == 0)
                        state <= IDLE;
                    else
                        bit_cnt <= bit_cnt - 1;
                end
            endcase
        end
    end
endmodule
==> flow/run.sh <==
#!/bin/bash
# OpenROAD 26Q1-2900-gdf79404cd8, Yosys 0.63+post, stock flow scripts
make -C /OpenROAD-flow-scripts/flow DESIGN_CONFIG=/design/flow/config.mk WORK_HOME=/design/flow/orfs finish
==> flow/config.mk <==
export PLATFORM = sky130hd
export DESIGN_NAME = spi_flash_slave
export DESIGN_NICKNAME = spi_flash_slave
export VERILOG_FILES = /design/flow/design.v
export SDC_FILE = /design/flow/constraint.sdc
export NUM_CORES = 4
export LEC_CHECK = 1
export CORE_AREA = 10 10 97 97
export DIE_AREA = 0 0 107 107
==> flow/constraint.sdc <==
current_design spi_flash_slave

set clk_period 3.5
set clk_io_pct 0.2

create_clock -name clk0 -period $clk_period [get_ports {sclk}]

set non_clock_inputs [all_inputs -no_clocks]
set_input_delay [expr $clk_period * $clk_io_pct] -clock clk0 $non_clock_inputs
set_output_delay [expr $clk_period * $clk_io_pct] -clock clk0 [all_outputs]
==> impl_metrics.ini <==
; flow metrics
[clocking]
hold_buffers = 0
path_clk_slew_ns = 0.05
clock_path_buffers = 2
post_cts_buffers = 0
cts_tree = done
clock-root-buffer = clkbuf_8
clkSinkCount = 16
h-tree-depth = 1
numCtsBuffers = 3
clk_latency_ns = 0.31

[critical_path]
end_kind = primary output
crit_type = reg2out
start_kind = register
r2r_cells = 6
r2r_end = addr[0]
r2r-start = bit_cnt[0]
critPathBufInv = 1
reg2reg_slack_ns = 1.52
critPathArrivalTime_ns = 2.71
crit_family = flip-flops
required_ns = 2.80
crit_path_max_incr_delay_ns = 0.38
crit_chain = dlygate4sd2_1
critPathSlowestCell = edfxtp_1
crit_fanout = 1

[yosys]
simple_gate_share = 0.203
ys_ff = 16
ys_seq_share = 0.513
yosys_area_um2 = 861
synth-compound-area-share = 0.131
yosys_cells = 81
ys_sh_xor = 0.0203
synth_cells = 81
synth_cell_type_count = 36
synth_warnings = 1
netlist_area_um2 = 861
syn_avg_cell_area_um2 = 10.6
synthTopLogicFamily = simple AND/OR/NAND/NOR gates
yosys.area_share.adder = 0.0291
ys_sh_mux = 0.0363

[floorplan]
die-height_um = 107
dieWidth_um = 107
dieArea_um2 = 11400
initCoreUtil = 0.118
pin_count = 4
row_count = 31
core_area_um2 = 7290

[drt]
insertedDiodeCount = 0
postRouteAntennaNets = 0
drt_first_pass_iters = 4
routed_via_density = 3.07
drc = 0
wl_um = 1520
drt_iter0_markers = 17
num_vias = 595
wl_per_cell_um = 7.85

[sta]
setup_viol = 0
setup_tns_ns = 0
finalHoldViolations = 0
rsz0062_at_grt = no
skew_ns = 0.0488
slew_violations = 0
worstMarginPinSlew_ns = 0.442
relSlewSlack = 0.703

[job]
warning_count = 35
max_cap_viol_count = 0

[pwr]
power_mw = 0.386
power_density_nw_per_um2 = 359
vdd_drop_max_mv = 0.156
p_leak_nw = 0.446

[placement]
place_area_um2 = 1000
gp_congestion = 0.767
io_buffers = 3
dp_hpwl_um = 1220

[grt]
grt_pass1_wl_um = 2740
grt_pass1_vias = 588
grt_overflow = 0
grt_util_all_layers = 0.0284
antenna_found_initial = 0
grt_max_degree = 11

[min_path]
hp-class = reg2reg
hold_depth = 2
hp-start = state[2]

[status]
outcome = complete, no violations

[final_layout]
drive_gt1_frac = 0.168
fin_area_um2 = 1080
area_growth_pct = 25.0
cells in the final DEF, fill, tap and decap left out, types with 2 or more instances in the layout:
cell             Yosys  final
edfxtp_1             8      8
o21ai_1              2      2
xnor2_1              2      2
clkbuf_8             0      3
ha_1                 2      2
mux2i_1              2      2
inv_1                8     16
o31ai_1              2      2
o21ai_0              3      3
buf_4                0      2
a21oi_1              4      4
dfrtn_1              7      7
clkdlybuf4s50_1      0      2
nand2_1             10     10
nor3_1               2      2
nor2_1               5      5
layout make-up:
cell class | instances | area (um2)
tap | 99 | 124
multi-input combinational | 54 | 362
inverter | 7 | 26.3
clock inverter | 9 | 33.8
clock buffer | 4 | 45.0
timing repair buffer | 5 | 43.8
fill | 854 | 6220
sequential | 16 | 442
layer usage:
metal  up-vias  global-route usage  routed length (um)
li1        310                   -                   -
met2         4              0.0426                 685
met5         -                   0                   0
met4         0              0.0116                  47
met3         2             0.00606                   8
met1       279              0.0388                 780
repair_timing:
item / CTS / global route
gates resized: 1 / 0
endpoints found under the hold margin: 0 / 0
setup endpoints to repair: 1 / 0
per-stage QoR:
step                      hold WS (ns)  instances   util  worst slack [ns]
after CTS                        0.491        194  0.148            0.0596
after global placement           0.485        182  0.137            -0.167
final                            0.490        194  0.148            0.0946
after floorplan                  0.459         81      -             0.277
after global routing             0.530        194  0.148           0.00778
after detailed placement         0.488        182  0.137            -0.186
where the power goes:
group / total (mW) / internal [mW] / switching (mW)
clock: 0.173 / 0.0940 / 0.0791
combinational: 0.0104 / 0.00576 / 0.00461
sequential: 0.203 / 0.201 / 0.00167
synthesized netlist by cell type:
library cell / instances / area, um2
nand2_1: 10 / 37.5
edfxtp_1: 8 / 240
inv_1: 8 / 30.0
dfrtn_1: 7 / 175
nor2_1: 5 / 18.8
a21oi_1: 4 / 20.0
o21ai_0: 3 / 15.0
buf_6: 2 / 22.5
ha_1: 2 / 25.0
mux2i_1: 2 / 20.0
nor3_1: 2 / 10.0
o21ai_1: 2 / 10.0
o31ai_1: 2 / 15.0
xnor2_1: 2 / 17.5
a2111oi_0: 1 / 8.76
a21boi_2: 1 / 11.3
a21o_2: 1 / 8.76
a31oi_1: 1 / 6.26
and2_0: 1 / 6.26
and2_2: 1 / 7.51
and3_2: 1 / 7.51
and3b_2: 1 / 10.0
buf_2: 1 / 5.00
dfstp_2: 1 / 26.3
mux2_1: 1 / 11.3
nand2b_1: 1 / 6.26
nor2b_1: 1 / 6.26
nor3_2: 1 / 10.0
nor3b_4: 1 / 18.8
nor4_1: 1 / 6.26
o21ai_2: 1 / 8.76
o311ai_1: 1 / 8.76
or2_1: 1 / 6.26
or2_2: 1 / 6.26
or3_1: 1 / 6.26
or3b_4: 1 / 11.3
cells by family (layout without fill, tap and decap cells):
family,after synthesis,after routing
and+or+nand+nor,30,30
AOI/OAI and AO/OA,17,17
DFF,16,16
buffers and inverters,11,25
muxes,3,3
adders and majority gates,2,2
xor gates and xnor gates,2,2
worst max-delay path by stage:
stage | from | depth (start not counted) | to | slack [ns]
5_1_grt | miso | 1 | miso | 0.008
6_report | miso | 1 | miso | 0.09
4_1_cts | miso | 1 | miso | 0.06
worst reg2reg max path, stage by stage, from the launching register on:
cell and delay, ns:
dfrtn_1 0.45, inv_1 0.14, ha_1 0.24, nor3b_4 0.35, nand2_1 0.08, nor2_1 0.15
mux2_1 0.35
Power and IR drop assume default switching activity.
